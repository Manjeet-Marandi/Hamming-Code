==> flow/design.v <==
module hamming_generator #(
    parameter IDLE = 3'b000,
    parameter P1 = 3'b001 ,
    parameter P2 = 3'b010,
    parameter P4 = 3'b100 ,
    parameter DONE = 3'b111
) (
    input [3:0] data_in,
    input rst_n,
    input clk,
    input enable,
    input mode,  
    output reg [6:0] data_out
);
reg [2:0] parity;
reg p1;
reg p2;
reg p4;
wire p1_even = data_in[0] ^ data_in[1] ^ data_in[3];
wire p2_even = data_in[0] ^ data_in[2] ^ data_in[3];
wire p4_even = data_in[1] ^ data_in[2] ^ data_in[3];
always @(posedge clk or negedge rst_n) begin
    if (!rst_n) begin
        data_out <= 0;
        p1 <= 0;
        p2 <= 0;
        p4 <= 0;
        parity <= IDLE;
    end
    else begin
        case (parity)
            IDLE : if (enable) begin
                parity <= P1;
            end 
            else parity <= IDLE;
            P1 : begin
                if (mode) begin
                    p1 <= p1_even;
                    parity <= P2;
                end
                else begin
                    p1 <= ~p1_even;
                    parity <= P2;
                end
            end
            P2 : begin
                if (mode) begin
                    p2 <= p2_even;
                    parity <= P4;
                end
                else begin
                    p2 <= ~p2_even;
                    parity <= P4;
                end
            end    
            P4 : begin
                if (mode) begin
                    p4 <= p4_even;
                    parity <= DONE;
                end
                else begin
                    p4 <= ~p4_even;
                    parity <= DONE;
                end
            end        
            DONE : begin
                data_out <= {data_in[3], data_in[2], data_in[1], p4, data_in[0], p2, p1};
                parity <= IDLE;
            end
            default: begin
                parity <= IDLE;
                p1 <= 0;
                p2 <= 0;
                p4 <= 0;
            end
        endcase
    end
end
endmodule
==> flow/run.sh <==
#!/bin/bash
# OpenROAD 26Q1-2900-gdf79404cd8, Yosys 0.63+post, stock flow scripts
make -C /OpenROAD-flow-scripts/flow DESIGN_CONFIG=/design/flow/config.mk WORK_HOME=/design/flow/orfs finish
==> flow/config.mk <==
export PLATFORM = sky130hd
export DESIGN_NAME = hamming_generator
export DESIGN_NICKNAME = hamming_generator
export VERILOG_FILES = /design/flow/design.v
export SDC_FILE = /design/flow/constraint.sdc
export NUM_CORES = 4
export LEC_CHECK = 1
export CORE_AREA = 10 10 77 77
export DIE_AREA = 0 0 87 87
==> flow/constraint.sdc <==
current_design hamming_generator

set clk_period 2.3
set clk_io_pct 0.2

create_clock -name clk0 -period $clk_period [get_ports {clk}]

set non_clock_inputs [all_inputs -no_clocks]
set_input_delay [expr $clk_period * $clk_io_pct] -clock clk0 $non_clock_inputs
set_output_delay [expr $clk_period * $clk_io_pct] -clock clk0 [all_outputs]
==> summary.txt <==
first-pass GRT wire length -> 2.06 mm
synth top area cells -> dfrtp_1 (56%), mux2_2 (13%), xnor2_1 (5.6%)
CTS sink cnt -> 15
EDFF count, synth -> 0
HP Class -> flip-flop to flip-flop
Post-Syn Area -> 626 µm²
yosys warns -> 1
DR iter-0 viols -> 27
wire per inst -> 10.4 µm
Max VDD drop -> 0.167 mV
CORE AREA -> 0.00435 mm²
Tot Pwr -> 510 µW
Vias -> 377
number of inserted diodes -> 0
ys async rst share -> 100%
1st-pass router iterations -> 2
status -> finished clean
CTS tree -> yes
part of the Yosys area used for sequential elements -> 60.2%
CP Cell Sequence -> clkdlybuf4s50_1 > xnor3_1 > xnor2_1 > o31ai_1
die height -> 87 µm
Mapped Cells -> 44
PostCTS Resize Cnt -> 0
Yosys top cell by area -> dfrtp_1
Synth Area per Inst -> 14.2 µm²
sw power -> 100 µW
met2 WL -> 553 µm
CP max stage delay -> 500 ps
worst-path maximum fanout -> 2
P&R area growth vs syn -> 38.2%
share of layout cells above drive strength 1 -> 23.0%
HPWL Detailed -> 958 µm
Final min period -> 1600 ps
OpenROAD warnings -> 25
Power Dens Cells -> 590 mW/mm²
Pint -> 410 µW
CTS Hold Bufs -> 0
top sig layer -> met3
RSZ-0062 raised after global routing -> false
yosys stat area -> 626 µm²
cells in synth_stat.txt -> 44
Clk pin slew, worst setup/hold paths -> 60 ps
H-Tree Depth -> 1
Synth cell types -> 17
ranking of synthesized cells by instance count -> dfrtp_1 (14), mux2_2 (7), inv_1 (4), xnor2_1 (4), nand2_1 (3)
CP delay by family, top -> XOR/XNOR gates
critical path capture point type -> flip-flop
initial antenna violation count -> 0
width of the die -> 87 µm
cycle use final -> 69.4%
Slew headroom -> 56.1%
Sequential Power Share -> 51.8%
vias in the first global route -> 430
Gate power share -> 8.2%
final WL -> 1.18 mm
non-filler cells, final -> 113
clock buffer depth -> 2
grt ovf -> 0
Starting Density -> 14.4%
setup_tns -> 0 ps
Routed Antenna Nets -> 0
crit start category -> input pin
MaxCap Viol Count -> 0
io pins -> 15
Slew Viols, Final -> 0
largest net degree at the start of global routing -> 16
Final Util -> 19.9%
postcts setup bufs -> 0
RePlAce Congestion -> 0.780
Max Clk Rate -> 0.627 GHz
cell count after placement -> 109
CTS Buf Count -> 3
slowest cell on the critical path -> clkdlybuf4s50_1
clock power share -> 40.0%
clock root cell -> clkbuf_8
setup violators final -> 0
dominant synthesized flop cell -> dfrtp_1
critical path class -> input pin to flip-flop
Fin. Hold Viols -> 0
Arrival @ worst endpoint -> 1750 ps
# DRC -> 0
vias per cell -> 3.34
worst path bufs/invs -> 1
PortBufs -> 14
full die area -> 0.00757 mm²
slew at the pin with the worst max-slew slack -> 656 ps
clk latency of the worst-skew pair -> 240 ps
worst path required time -> 2450 ps
cell with the most instances after synthesis -> dfrtp_1
filler cell count -> 450
Flops after synth -> 15
WL met3 -> 100 µm
row count -> 24
wl on met1 -> 526 µm
Leak -> 0.000386 µW
switching share of total power -> 19.7%
gr usage total -> 3.31%
Setup Skew -> 3.74 ps
Max-area cell share -> 56.0%
## per-layer routing
| metal | vias to the layer above | global-route usage, % |
|---|---|---|
| met5 | - | 0 |
| met4 | 0 | 0.295 |
| met2 | 9 | 5.06 |
| met1 | 183 | 4.13 |
| met3 | 0 | 1.89 |
| li1 | 185 | - |
## power groups by stage
stage     combinational, µW  clock [µW]  sequential [µW]
6_report               42.1         204              264
4_1_cts                42.8         211              264
5_1_grt                45.8         225              264
## path summary, 6_finish.rpt
path                            from           to  slack, ps  depth (start not counted)
setup reg to reg           parity[4]           p1        870                          2
hold / removal             parity[3]    parity[2]        430                          0
max in group asynchronous      rst_n  data_out[5]       1260                          1
hold reg to reg            parity[3]    parity[2]        430                          0
setup / recovery                mode           p1        700                          4
min in group asynchronous      rst_n  data_out[0]        620                          1
## worst reg2reg max path, stage by stage, from the launching register on
cell and delay, ps:
dfrtp_1 520, or4_1 580, o31ai_1 230
## metrics by stage
stage | setup slack [ps] | hold slack [ps] | instance area, µm²
after floorplan | 1000 | 164 | 626
after global placement | 473 | 400 | 820
after detailed placement | 448 | 407 | 820
after CTS | 702 | 429 | 865
after global routing | 666 | 453 | 865
final | 704 | 431 | 865
## kinds of logic after synthesis
| logic type | Yosys count | share of synthesized area (%) |
|---|---|---|
| DFF | 15 | 60.2 |
| muxes | 7 | 12.6 |
| and+or+nand+nor | 7 | 6.80 |
| xor gates and xnor gates | 6 | 10.6 |
| buffers and inverters | 5 | 4.20 |
| AOI/OAI and AO/OA | 4 | 5.60 |
## layout make-up
cell class              count  area (µm²)  share of cell area (%)
clock buffers               4        45.0                    5.21
inverters                   4        15.0                    1.74
flip-flops and latches     15         377                    43.6
well taps                  52        65.1                    7.53
repair buffers             14         140                    16.2
multi-input cells          24         223                    25.8
## layout by cell type (no fill, tap or decap), types with 3 or more instances in the layout
cell             instances
clkbuf_8                 3
clkdlybuf4s50_1         14
dfrtp_1                 14
inv_1                    4
mux2_2                   7
nand2_1                  3
xnor2_1                  4
## state kept, by name, indices dropped and copies added, names as in the netlist
signal / flops
p1: 1
p2: 1
parity: 5
p4: 1
data_out: 7
Power figures rest on the tool's default switching activity, not on a simulated workload.
